File: ./config.mk
export PLATFORM = sky130hd
export DESIGN_NAME = RegisterFile
export DESIGN_NICKNAME = RegisterFile
export VERILOG_FILES = /design/flow/design.v
export SDC_FILE = /design/flow/constraint.sdc
export NUM_CORES = 4
export LEC_CHECK = 1
export CORE_UTILIZATION = 40
File: ./constraint.sdc
current_design RegisterFile

set clk_period 5.3
set clk_io_pct 0.2

create_clock -name clk0 -period $clk_period [get_ports {clk}]

set non_clock_inputs [all_inputs -no_clocks]
set_input_delay [expr $clk_period * $clk_io_pct] -clock clk0 $non_clock_inputs
set_output_delay [expr $clk_period * $clk_io_pct] -clock clk0 [all_outputs]
File: ./design.v
module RegisterFile(ReadRegister1, ReadRegister2, WriteRegister, WriteData, Hi , Lo , SR, RegWrite, clk, rest, SR_Flag , ReadData1, ReadData2 , BA);
	input [3:0] ReadRegister1, ReadRegister2, WriteRegister;
	input [15:0] WriteData , Hi , Lo , SR ;
	input RegWrite, clk, rest;
	output SR_Flag ;
	output [15:0] ReadData1, ReadData2 , BA;
	reg SR_Flag_register;
	reg [15:0] ReadData1_register, ReadData2_register , BA_register;
	assign SR_Flag = SR_Flag_register ; 
	assign ReadData1 =ReadData1_register ;
	assign ReadData2 = ReadData2_register ; 
	assign BA = BA_register ;
	reg [15:0] Registers [15:0];
integer i;
initial begin
	for (i = 0 ; i < 16 ; i = i+1) begin 
		Registers [i] <= 0 ;
	end
end
always @(posedge clk)
	begin	
		if (rest) begin 
			for (i = 0 ; i < 16 ; i = i+1) begin 
				Registers [i] <= 0 ;
			end
		end else begin 
			Registers[12] <= Hi ;
			Registers[13] <= Lo ;
			Registers[9] <= SR ;
			if (RegWrite == 1 && WriteRegister != 0 && WriteRegister != 12 && WriteRegister != 13 && WriteRegister !=9) 
				Registers[WriteRegister] <= WriteData;
		end
	end
always @(negedge clk)
	begin	
		SR_Flag_register <=Registers[9][15] ;
		BA_register <= Registers[10] ;
		ReadData1_register <= Registers[ReadRegister1];
		ReadData2_register <= Registers[ReadRegister2];
	end
endmodule
File: ./run.sh
#!/bin/bash
# OpenROAD 26Q1-2900-gdf79404cd8, Yosys 0.63+post, stock flow scripts
make -C /OpenROAD-flow-scripts/flow DESIGN_CONFIG=/design/flow/config.mk WORK_HOME=/design/flow/orfs finish
==> results.cfg <==
; physical design summary
[worst_setup_path]
cp.buffers_inverters = 1
critical_path_class = reg2out
end_kind = output pin
endpoint = ReadData2[1]
cp.required_ns = 4.24
crit_slowest_cell = clkdlybuf4s50_1
critPathMaxStageDelay_ns = 0.49
worstPathCellList = clkdlybuf4s50_1
cp.arrival_ns = 4.10
crit_path_start = ReadData2_register[1]
rr_startpoint = Registers[10][15]
path_max_fanout = 1
rr_worst_depth = 3
cp_top_family = buffers and inverters
cp-start-kind = flip-flop
rr_endpoint = ReadData2_register[15]
cp_num_cells = 1
rrSetupSlack_ns = 1.25

[detailed_routing]
antenna_cells = 0
via_per_inst = 5.25
wire_per_inst_um = 23.1
firstDrtPassIters = 4
routed_wirelength_um = 36200
drtIter0Drc = 494
postRouteAntennaNets = 0
via_count = 8218
drc_errors = 0

[yosys]
synth.top_cell.area_share_pct = 45.2
mux_share_pct = 20.8
yosysMostFrequentCell = edfxtp_1
topCellsByArea = edfxtp_1 45%, mux4_2 21%, dfxtp_1 14%
syn-cell-area_um2 = 13800
avgSynthCellArea_um2 = 15.6
post_synth_most_frequent_cells = 208 x edfxtp_1, 194 x and2_1, 128 x mux4_2, 97 x dfxtp_1, 64 x a22oi_1
seq_area_frac_synth_pct = 59.2
synth_area_leader_cell = edfxtp_1
synthCells = 888
synthAdderAreaFrac_pct = 0
ys_warn_count = 1
synthArstFlopShare_pct = 0
synth.logic.top_family = multiplexers
yosysCellCount = 888
simple_gate_share_pct = 13.6
synth-seq-cells = 305
yosys.area_share.aoi_pct = 3.47
ys_area_um2 = 13800
synth-xor-area-share_pct = 0
yosysUniqueCellTypes = 21
synth-edff-count = 208
dominantRegCellSynth = edfxtp_1

[layout]
layout-drive-gt1-share_pct = 22.2
final_area_um2 = 17300
areaGrowthSynthToFinish_pct = 25.0

[clocking]
cts_hold_buf = 0
cts_tree = done
worstSkewPairLatency_ns = 0.57
clk_pin_slew_worst_paths_ns = 0.06
clockBufferDepth = 3
cts_root_buf = clkbuf_16
htree_levels = 2
clock-sinks = 305
postCtsSetupRepairBufs = 0
ctsResizeCount = 0
cts-buffers-inserted = 34

[placement]
numPortBuffers = 127
gp_congestion = 0.893
hpwl_um = 24700
postPlaceCellArea_um2 = 15900

[pwr]
irDropWorstVdd_mv = 0.240
powerDensity_nw_per_um2 = 345
power.leakage_nw = 6.36

[timing]
fin_skew_ns = 0.0781
rsz0062_at_grt = no
drv_slew = 0
setup_viol = 0
slew_headroom_pct = 40.9
tns_ns = 0
worst_slew_pin_slew_ns = 0.886
finalHoldViolations = 0

[die]
ios = 128
row_count = 67
die_area_um2 = 35300
core_area_um2 = 33800
fp.dieH_um = 188
fp_util_pct = 40.9
die_w_um = 188

[grt]
grt_use_total_pct = 23.2
grt_pass1_wl_um = 55400
grt_max_degree = 42
gr-total-overflow = 0
grt_pass1_vias = 9118
antenna_found_initial = 0

[outcome]
status = complete, no violations

[min_path]
min_path_type = in2reg

[flow_run]
warnings = 74
drv_cap = 0
through the flow:
step                      instances  setup slack [ns]  utilization (%)  hold WS [ns]  power (mW)
final                          1565             0.143             51.1          1.10        5.96
after global routing           1565            0.0849             51.1          1.10        6.19
after CTS                      1565             0.110             51.1          1.09        6.00
after detailed placement       1455            0.0610             47.2          1.62        3.53
after global placement         1455            0.0129             47.2          1.62        3.53
after floorplan                 903             0.292                -          1.19        3.19
area by class of cell:
class	instances	area, µm²
fillers	2760	16500
flip-flops and latches	305	8190
multi-input cells	519	5310
repair buffers	182	1890
clock buffers	48	1020
well taps	448	561
clock inverters	63	317
report_power, final:
part / internal, mW / switching, mW / total, mW
logic: 0.364 / 0.271 / 0.635
clock network: 1.51 / 1.02 / 2.53
registers: 2.71 / 0.0819 / 2.79
layer usage:
metal | global-route usage (%) | vias to the layer above | share of wire [%]
met5 | 0 | - | 0
met4 | 5.88 | 0 | 2.9
met3 | 8.74 | 61 | 9.8
met2 | 36.1 | 372 | 49
met1 | 33.0 | 4031 | 38
li1 | - | 3754 | -
cell families after synthesis:
logic type             after synthesis
muxes                              128
DFF                                305
AOI/OAI and AO/OA                   64
and+or+nand+nor                    311
buffers and inverters               79
other                                1
flip-flops by register name (all words and copies together), names as in the netlist:
name,cells
BA_register,16
ReadData1_register,16
ReadData2_register,16
Registers,256
SR_Flag_register,1
cells in the final DEF (no fill, tap or decap), types with 4 or more instances in the layout:
cell             instances
and2_1                 194
clkbuf_16               38
edfxtp_1               208
nor2b_1                 52
dfxtp_1                 97
clkdlybuf4s50_1        122
buf_4                   39
inv_1                   50
or2_1                   12
nand2_1                 33
clkinvlp_2               4
mux4_2                 128
buf_12                  18
nor2_1                   9
a22oi_1                 64
clkbuf_1                 6
conb_1                  16
worst reg2reg max path: stages, from the launching register on:
cell,delay (ns)
edfxtp_1,0.41
mux4_2,0.48
a22oi_1,0.35
nand2_1,0.10
worst min-delay path by stage:
stage                   from                 to  slack, ns  cells after the start
final                 Lo[11]  Registers[13][11]       1.10                      2
after global routing   Hi[7]   Registers[12][7]       1.10                      2
after CTS             Lo[11]  Registers[13][11]       1.09                      2
Power figures rest on the tool's default switching activity, not on a simulated workload.
