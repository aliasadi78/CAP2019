==> flow/design.v <==
module ALU (A, B, Op, result, Hi, Low, Status);
	input [15:0] A, B;
	input [2:0] Op;
	output [15:0] result, Hi, Low, Status;
	reg [15:0] Alu_result;
	reg [15:0] hi, low;
	reg [31:0] mul_result;
	reg [15:0] sub_result;
	reg [15:0] status;
	wire [16:0] tmp;
assign result = Alu_result;
assign Hi = hi;
assign Low = low;
assign Status = status;
assign tmp = {1'b0,A} + {1'b0,B};
assign carry = tmp[16];
always @(A or B)
	begin
		status[13] <= carry;
		case(Op)
			3'b000: Alu_result <= 0;
			3'b001:
				begin
					Alu_result <= A + B;
					if(A > 0 & B < 0)
						begin
							status[12] <= 0;
						end
					if(A < 0 & B > 0)
						begin
							status[12] <= 0;
						end
					if(A > 0 & B > 0 & Alu_result[15] == 1)
						begin
							status[12] <= 1;
						end
					if(A < 0 & B < & Alu_result[15] == 0)
						begin
							status[12] <= 1;
						end
				end
			3'b010: 
				begin
					Alu_result <= A - B;
					if(A > 0 & B > 0)
						begin
							status[12] <= 0;
						end
					if(A < 0 & B < 0)
						begin
							status[12] <= 0;
						end
					if(A < 0 & B > 0 & Alu_result[15] == 0)
						begin
							status[12] <= 1;
						end
					if(A > 0 & B < & Alu_result[15] == 1)
						begin
							status[12] <= 1;
						end
				end
			3'b011: Alu_result <= A & B;
			3'b100: Alu_result <= B;
			3'b101: Alu_result <= A << B;
			3'b110: 
				begin
				mul_result <= A * B;
				hi <= mul_result[31:16];
				low <= mul_result[15:0];
				end
			3'b111: 
				begin
					sub_result <= A - B;
					if(A > 0 & B > 0)
						begin
							status[12] <= 0;
						end
					if(A < 0 & B < 0)
						begin
							status[12] <= 0;
						end
					if(A < 0 & B > 0 & Alu_result[15] == 0)
						begin
							status[12] <= 1;
						end
					if(A > 0 & B < & Alu_result[15] == 1)
						begin
							status[12] <= 1;
						end
					if(sub_result == 0)
						begin
							status[15] <= 1;
						end
					else if (sub_result < 0)
						begin
							status[14] <= 1;
						end
					else
						begin
				 			status[15] <= 0;
							status[14] <= 0;
				 		end
				end
		endcase
	end
endmodule 
module Comparator(A, B, Out);
	input [15:0] A, B;
	output Out;
	reg out;
assign Out = out;
always @(A or B)
	begin
		if(A == B)
			begin
				out <= 1;
			end
		else
			begin
				out <= 0;
			end
	end
endmodule
module EXStage(clk , rest , CompareFlag , FrezeIDEX_SH , Controll_Signals_In , OpCode_In, EXMEMData , MEMWBData , Sourc1_In , Source2_In , Read1_In , Rd_In , Rt_In , Mem_In , EXStageMemRead , EXStageMemWite,
		 Controll_Signals_Sel_In , Alu_Resulr_Sel_In , ForwardA_In , ForwardB_In ,Controll_Signals_Out , AluResult_Out , Read1_Out , Rd_Out , Rt_Out , Hi , Lo , SR, OpCode_Out);
	input clk , rest , Alu_Resulr_Sel_In , FrezeIDEX_SH ; 
	input [1:0] ForwardA_In , ForwardB_In , Controll_Signals_Sel_In ; 
	input [3:0] OpCode_In , Rd_In , Rt_In ; 
	input [15:0] Controll_Signals_In , Sourc1_In , Source2_In , Read1_In , Mem_In , EXMEMData , MEMWBData ;
	output CompareFlag , EXStageMemRead , EXStageMemWite;
	output [3:0] OpCode_Out , Rd_Out , Rt_Out ;
	output [15:0] Controll_Signals_Out , AluResult_Out , Read1_Out , Hi , Lo , SR ; 
	wire [15:0] Controll_Signals_wire , Source1_wire , Source2_wire , AluSource1 , AluSource2 , AluResult ;
	assign EXStageMemRead = Controll_Signals_wire [12] ; 
	assign EXStageMemWite = Controll_Signals_wire [11] ;
	ID2EX_Register ID2EX_Register(
		.clk(clk),
		.rest(rest),
		.Freze(FrezeIDEX_SH),
		.Controll_Signal_In(Controll_Signals_In),
		.OpCode_In(OpCode_In),
		.Source1_In(Sourc1_In),
		.Read1_In(Read1_In),
		.Source2_In(Source2_In),
		.Rd_In(Rd_In),
		.Rt_In(Rt_In),
		.Controll_Signal_Out(Controll_Signals_wire),
		.OpCode_Out(OpCode_Out),
		.Source1_Out(Source1_wire),
		.Read1_Out(Read1_Out), 
		.Source2_Out(Source2_wire),
		.Rd_Out(Rd_Out),
		.Rt_Out(Rt_Out));
	Mux_4to1 Mux_4to1(
		.A(Controll_Signals_wire),
		.B(16'b1011010010000000),
		.C(16'b1010100010000000),
		.D(16'b0000010010000100),
		.Sel(Controll_Signals_Sel_In),
		.Out(Controll_Signals_Out));
	Mux3to1 Source1_Mux(
		.A(Source1_wire),
		.B(MEMWBData),
		.C(EXMEMData),
		.Sel(ForwardA_In),
		.Out(AluSource1));
	Mux3to1 Source2_Mux(
		.A(Source2_wire),
		.B(MEMWBData),
		.C(EXMEMData),
		.Sel(ForwardB_In),
		.Out(AluSource2));
	Comparator Compare(
		.A(AluSource1),
		.B(AluSource2),
		.Out(CompareFlag));
	ALU ALU(
		.A(AluSource1),
		.B(AluSource2),
		.Op(Controll_Signals_wire[9:7]),
		.result(AluResult),
		.Hi(Hi),
		.Low(Lo),
		.Status(SR));
	Mux2to1 Result(
		.A(AluResult),
		.B(Mem_In),
		.Sel(Alu_Resulr_Sel_In),
		.Out(AluResult_Out));
endmodule 
module ID2EX_Register(clk , rest , Freze , Controll_Signal_In , OpCode_In , Source1_In , Read1_In , Source2_In , Rd_In , Rt_In , Controll_Signal_Out , OpCode_Out , Source1_Out , Read1_Out , Source2_Out , Rd_Out , Rt_Out);
	input clk , rest , Freze ;
	input [3:0] OpCode_In , Rd_In , Rt_In ;
	output [3:0] OpCode_Out , Rd_Out , Rt_Out ;
	input [15:0]  Controll_Signal_In ,Source1_In , Read1_In , Source2_In  ;
	output [15:0] Controll_Signal_Out ,Source1_Out , Read1_Out , Source2_Out ;
	reg [15:0] Controll_Signal_Out_register ,Source1_Out_register , Read1_Out_register , Source2_Out_register , Rd_Out_register , Rt_Out_register ;
	assign Controll_Signal_Out = Controll_Signal_Out_register ; 
	assign Source1_Out = Source1_Out_register ;
	assign Read1_Out = Read1_Out_register ;
	assign Source2_Out = Source2_Out_register ;
	assign Rd_Out = Rd_Out_register ; 
	assign Rt_Out = Rt_Out_register ;
	reg [3:0] OpCode_Out_register ; 
	assign OpCode_Out = OpCode_Out_register ; 
	initial begin
Controll_Signal_Out_register <= 0 ;
			OpCode_Out_register <= 0 ;
			Source1_Out_register <= 0 ;
			Read1_Out_register <= 0 ;
			Source2_Out_register <= 0 ;
			Rd_Out_register <= 0 ;
			Rt_Out_register <= 0 ;
		end
	always @(posedge clk) begin 
		if (rest) begin 
			Controll_Signal_Out_register <= 0 ;
			OpCode_Out_register <= 0 ;
			Source1_Out_register <= 0 ;
			Read1_Out_register <= 0 ;
			Source2_Out_register <= 0 ;
			Rd_Out_register <= 0 ;
			Rt_Out_register <= 0 ;
		end
		else begin 
			if (!Freze) begin 
				Controll_Signal_Out_register <= Controll_Signal_In ;
				OpCode_Out_register <= OpCode_In ;
				Source1_Out_register <= Source1_In ;
				Read1_Out_register <= Read1_In ;
				Source2_Out_register <= Source2_In ;
				Rd_Out_register <= Rd_In ;	
				Rt_Out_register <= Rt_In ;
			end 
		end 
	end 
endmodule 
module Mux2to1(A, B, Sel, Out);
	input [15:0] A, B;
	input Sel;
	output [15:0] Out;
	reg [15:0] Out_register;
	assign Out = Out_register ;
always @(A or B or Sel)
	if (Sel == 1)
		Out_register <= A;
	else
		Out_register <= B;
endmodule 
module Mux_4to1(A, B, C, D , Sel, Out);
	input [15:0] A, B, C , D;
	input [1:0] Sel;
	output [15:0] Out;
	reg [15:0] Out_register;
	assign Out = Out_register ;
always @(Sel or A or B or C or D)
	begin
		case(Sel)
			2'b11: Out_register <= A;
			2'b10: Out_register <= B;
			2'b01: Out_register <= C;
			2'b00: Out_register <= D;
		endcase
	end
endmodule 
module Mux3to1(A, B, C, Sel, Out);
	input [15:0] A, B, C;
	input [1:0] Sel;
	output [15:0] Out;
	reg [15:0] Out_register;
	assign Out = Out_register ;
always @(Sel or A or B or C)
	begin
		case(Sel)
			2'b10: Out_register <= A;
			2'b01: Out_register <= B;
			2'b00: Out_register <= C;
		endcase
	end
endmodule 
==> flow/run.sh <==
#!/bin/bash
# OpenROAD 26Q1-2900-gdf79404cd8, Yosys 0.63+post, stock flow scripts
make -C /OpenROAD-flow-scripts/flow DESIGN_CONFIG=/design/flow/config.mk WORK_HOME=/design/flow/orfs finish
==> flow/config.mk <==
export PLATFORM = sky130hd
export DESIGN_NAME = EXStage
export DESIGN_NICKNAME = EXStage
export VERILOG_FILES = /design/flow/design.v
export SDC_FILE = /design/flow/constraint.sdc
export NUM_CORES = 4
export LEC_CHECK = 1
export CORE_UTILIZATION = 40
==> flow/constraint.sdc <==
current_design EXStage

set clk_period 1.1
set clk_io_pct 0.2

create_clock -name clk0 -period $clk_period [get_ports {clk}]

set non_clock_inputs [all_inputs -no_clocks]
set_input_delay [expr $clk_period * $clk_io_pct] -clock clk0 $non_clock_inputs
set_output_delay [expr $clk_period * $clk_io_pct] -clock clk0 [all_outputs]
==> ci_impl_report.md <==
### Metrics collected by this job

| Metric | Value |
|---|---|
| Status | `finished with violations` |
| Failing checks | `negative setup slack` |
| Xor/xnor share | `~2.3%` |
| Top FF cell, synth | `dlxtn_1` |
| H-tree Lvls | `3` |
| Final Max Tran Viols | `0` |
| R2R Setup Slk | `270 ps` |
| VDD IR max | `1.18 mV` |
| Yosys synthesis chip area | `17100 sq um` |
| AND-OR/OR-AND Cells, Area Fraction | `10.4%` |
| Fin crit period | `between 1000 and 1500 ps` |
| Sw frac | `~33%` |
| Sw power | `4.91 mW` |
| Crit start category | `register` |
| CP Cell Sequence | `mux2_4 > buf_2` |
| CP max stage cell | `dfxtp_2` |
| Top logic family | `adder cells` |
| Hold Vio Cnt, Final | `0` |
| Post-synth ARST share | `0%` |
| Area leader share | `roughly 23%` |
| Number of core rows | `75` |
| Crit path DRT | `880 ps` |
| Register pins left without a clock | `130` |
| Post-synth top area cell | `fa_1` |
| First-pass GRT wire length | `77800 microns` |
| Simple Share, Synth | `15.2%` |
| Crit-path leading delay family | `flip-flops` |
| Total track usage | `23.8%` |
| CTS buffer count | `9` |
| CTS tree | `built` |
| Io pins | `245` |
| Placed cells | `2662` |
| WS Path Type | `register to primary output` |
| Via Count | `between 10000 and 15000` |
| Via density | `between 5 and 6` |
| Core Area | `between 40000 and 50000 sq um` |
| Routed Antenna Nets | `0` |
| Most common cell in the netlist | `inv_1` |
| HPWL Detailed | `38000 microns` |
| Pwr Total | `around 15 mW` |
| Tool warnings | `about 46` |
| Area growth syn-to-layout | `20.5%` |
| Netlist cell types | `78` |
| Total die area | `between 40000 and 50000 sq um` |
| Top cells by area | `fa_1 23%, ha_1 10%, dlxtn_1 9.9%` |
| Number of enable flip-flop cells | `0` |
| Setup ws final | `-161 ps` |
| Flops after synth | `206` |
| # DRC | `0` |
| Cell count in the Yosys report | `1953` |
| Final Cycle Share | `115%` |
| Post-Synthesis Cell Area | `roughly 17000 sq um` |
| CTS Hold Bufs | `0` |
| RSZ-0062 raised after global routing | `true` |
| WL/cell | `roughly 18 microns` |
| Clk slew on worst S/H paths | `70 ps` |
| Combinational share of power | `46.4%` |
| Die width | `~210 microns` |
| Fin cells | `2691` |
| Mean Syn Cell Area | `8.75 sq um` |
| Number of unconstrained endpoints | `~170` |
| PD cells | `717 nW/um^2` |
| Adder share | `33.2%` |
| Critical path's largest stage delay | `~330 ps` |
| Final WL | `48900 microns` |
| Synth Warn # | `19` |
| Final setup fails | `21` |
| Antenna Diode Count | `0` |
| Root buf cell | `clkbuf_16` |
| Clk buf depth | `2` |
| Top cells by count, synth | `259 x inv_1, 206 x nand2_1, 196 x fa_1` |
| WP data arrival | `1040 ps` |
| Mapped Cells | `1953` |
| Final Skew | `0 ps` |
| Core utilization before placement | `40.7%` |
| Worst Path Max Fanout | `2` |
| Tightest Pin Transition | `969 ps` |
| Leakage | `9.84 nW` |
| GPL Wtd Cong | `0.920` |
| Antenna violations before repair | `0` |
| Max cap viols | `0` |
| Number of global-route vias before repair | `14100` |
| CP bufs+invs | `1` |
| Layout cells sized above 1 | `10.4%` |
| Hold Crit Class | `primary input to register` |
| Die span in y | `209 microns` |
| Latency at later pin | `approximately 330 ps` |
| Clk pwr share | `between 20% and 30%` |
| Int Power | `just under 10 mW` |
| Largest net degree at the start of global routing | `approximately 65` |
| Max Clk Rate | `793 MHz` |
| Grt ovf | `0` |
| # port buffers | `231` |
| First-pass DRT Iterations | `5` |
| Drt initial violations | `between 600 and 700` |
| Slew Limit Headroom | `35.3%` |
| Flop pwr share | `between 30 and 40%` |
| Mux cell area share | `9.79%` |
| Setup crit end kind | `primary output` |
## power by group through the flow
| stage | sequential [mW] | combinational, mW | clock [mW] |
|---|---|---|---|
| final | 4.61 | 6.85 | 3.30 |
| after global routing | 4.73 | 7.72 | 3.48 |
| after CTS | 4.64 | 6.94 | 3.38 |
## state kept, by name (all words and copies together), names as in the netlist, 4 cells and up
| name | flops |
|---|---|
| ID2EX_Register.Source1_Out_register | 16 |
| ID2EX_Register.OpCode_Out_register | 4 |
| ALU.hi | 16 |
| Source1_Mux.Out_register | 16 |
| Source2_Mux.Out_register | 16 |
| ID2EX_Register.Rd_Out_register | 4 |
| ALU.mul_result | 32 |
| ID2EX_Register.Read1_Out_register | 16 |
| ALU.Alu_result | 16 |
| ID2EX_Register.Rt_Out_register | 4 |
| ALU.low | 16 |
| ID2EX_Register.Source2_Out_register | 16 |
| ALU.sub_result | 16 |
| ID2EX_Register.Controll_Signal_Out_register | 16 |
## final timing paths
path / from / endpoint / cells past startpoint
max: ID2EX_Register.Controll_Signal_Out_register[2]$_SDFFE_PP0N_ / Controll_Signals_Out[2] / 2
min: rest / ID2EX_Register.Controll_Signal_Out_register[10]$_SDFFE_PP0N_ / 3
max reg2reg: ID2EX_Register.Controll_Signal_Out_register[7]$_SDFFE_PP0N_ / ID2EX_Register.Controll_Signal_Out_register[7]$_SDFFE_PP0N_ / 3
min reg2reg: ID2EX_Register.Rt_Out_register[2]$_SDFFE_PP0N_ / ID2EX_Register.Rt_Out_register[2]$_SDFFE_PP0N_ / 2
## worst min-delay path, stage by stage
cell,delay (ps)
buf_2,140
buf_12,180
nor2_1,60
## through the flow
stage                     instance area [sq um]  util (%)  setup slack, ps  hold slack [ps]  TNS [ps]
final                                     20600      49.0             -161              304     -1380
after floorplan                           17200         -            -5.88              364      -235
after detailed placement                  20000      47.6             -907              482    -25920
after CTS                                 20600      49.0             -172              291     -2280
after global placement                    20000      47.6             -959              474    -26350
after global routing                      20600      49.0             -188              308     -2040
## timing repair
action	CTS	global route
endpoints found under the setup margin	62	37
gates cloned	1	0
resized	295	16
setup buffers	13	0
endpoints found under the hold margin	0	0
pin swaps	10	5
## metal layers
metal	vias to the layer above	share of wire [%]	GRT usage [%]
met5	-	0	0
met4	0	1.8	3.83
met3	43	8.6	6.51
met2	486	47	37.3
met1	6762	43	34.6
li1	6693	-	-
## layout by cell type (no fill, tap or decap), types with 16 or more instances in the layout
master,n
dfxtp_2,44
mux2_4,19
dlxtp_1,17
clkdlybuf4s50_1,148
ha_1,137
buf_6,19
mux2i_1,120
dlygate4sd2_1,16
and2_1,93
inv_1,257
buf_2,31
dfxtp_1,32
nor2_1,162
fa_1,196
buf_4,38
o21ai_0,72
nor3_1,16
xnor2_1,32
dlxtn_1,113
a21oi_1,62
nand2_1,202
clkdlybuf4s15_1,25
## cell type report
| class | instances | area, sq um |
|---|---|---|
| fill | 3983 | 21400 |
| multi-input combinational | 1380 | 12300 |
| timing repair buffer | 290 | 2750 |
| clock buffer | 10 | 239 |
| inverter | 260 | 983 |
| tap | 539 | 674 |
| sequential | 206 | 3530 |
| clock inverter | 6 | 95.1 |
## logic make-up (layout without fill, tap and decap cells)
group / Yosys count / after routing
and+or+nand+nor: 563 / 563
buffers and inverters: 379 / 566
adders and majority gates: 336 / 336
AOI/OAI and AO/OA: 270 / 270
muxes: 153 / 153
latches: 130 / 130
DFF: 76 / 76
xor gates and xnor gates: 45 / 45
other: 1 / 13
No activity file was given, so power comes from the tool's default toggle rates.
