<file path="./design.v">
module MEM2WB_register(clk , rest , Freze , Controll_Signal_In ,  Add_Result_In , Mem_Result_In , Alu_Result_In , Rd_In , Controll_Signal_Out , Add_Result_Out , Mem_Result_Out , Alu_Result_Out , Rd_Out );
	input clk , rest , Freze ; 
	input[15:0] Controll_Signal_In , Add_Result_In , Mem_Result_In , Alu_Result_In , Rd_In ;
	output[15:0]  Controll_Signal_Out , Add_Result_Out , Mem_Result_Out , Alu_Result_Out , Rd_Out ;
	reg [15:0]  Add_Result_Out_register , Mem_Result_Out_register , Alu_Result_Out_register , Rd_Out_register , Controll_Signal_Out_register ;
	assign Controll_Signal_Out = Controll_Signal_Out_register ;
	assign Add_Result_Out =Add_Result_Out_register ; 
	assign Mem_Result_Out = Mem_Result_Out_register ;
	assign Alu_Result_Out =Alu_Result_Out_register ;
	assign Rd_Out = Rd_Out_register ;
	initial begin
	Add_Result_Out_register <= 0 ;
			Mem_Result_Out_register <= 0 ;
			Alu_Result_Out_register <= 0 ; 
			Rd_Out_register <= 0 ;
	end
	always@(posedge clk) begin 
		if (rest) begin 
			Add_Result_Out_register <= 0 ;
			Mem_Result_Out_register <= 0 ;
			Alu_Result_Out_register <= 0 ; 
			Rd_Out_register <= 0 ;
		end else begin 
			if (!Freze) begin 
				Controll_Signal_Out_register <= Controll_Signal_In ; 
				Add_Result_Out_register <= Add_Result_In ;
				Mem_Result_Out_register <= Mem_Result_In ;
				Alu_Result_Out_register <= Alu_Result_In ; 
				Rd_Out_register <= Rd_In ;
			end 
		end 
	end
endmodule 
module WBStage(clk , rest , Freze , Adder_In , Alu_In , Memory_In , Rd_In , Controll_In , WriteDataRegFile, Rd_Out , RegWrite);
	input clk , rest , Freze ; 
	input [15:0]  Adder_In , Alu_In , Memory_In , Rd_In , Controll_In ;
	output RegWrite ;
	output [3:0] Rd_Out ; 
	output [15:0] WriteDataRegFile ; 
	wire [15:0] Controll_Signal_Out , Add_Result_Out , Mem_Result_Out , Alu_Result_Out ;
	MEM2WB_register MEM2WB_register(
		.clk(clk),
		.rest(rest),
		.Freze(Freze),
		.Controll_Signal_In(Controll_In),
		.Add_Result_In(Adder_In),
		.Mem_Result_In(Memory_In),
		.Alu_Result_In(Alu_In),
		.Rd_In(Rd_In),
		.Controll_Signal_Out(Controll_Signal_Out),
		.Add_Result_Out(Add_Result_Out),
		.Mem_Result_Out(Mem_Result_Out),
		.Alu_Result_Out(Alu_Result_Out),
		.Rd_Out(Rd_Out));
	assign RegWrite = Controll_Signal_Out[10];
	Mux3to1 WriteDataRegFile_Mux(
		.A(Add_Result_Out),
		.B(Alu_Result_Out),
		.C(Mem_Result_Out),
		.Sel(Controll_Signal_Out[2:1]),
		.Out(WriteDataRegFile));
endmodule 
module Mux3to1(A, B, C, Sel, Out);
	input [15:0] A, B, C;
	input [1:0] Sel;
	output [15:0] Out;
	reg [15:0] Out_register;
	assign Out = Out_register ;
always @(Sel or A or B or C)
	begin
		case(Sel)
			2'b10: Out_register <= A;
			2'b01: Out_register <= B;
			2'b00: Out_register <= C;
		endcase
	end
endmodule 
</file>
<file path="./run.sh">
#!/bin/bash
# OpenROAD 26Q1-2900-gdf79404cd8, Yosys 0.63+post, stock flow scripts
make -C /OpenROAD-flow-scripts/flow DESIGN_CONFIG=/design/flow/config.mk WORK_HOME=/design/flow/orfs finish
</file>
<file path="./config.mk">
export PLATFORM = sky130hd
export DESIGN_NAME = WBStage
export DESIGN_NICKNAME = WBStage
export VERILOG_FILES = /design/flow/design.v
export SDC_FILE = /design/flow/constraint.sdc
export NUM_CORES = 4
export LEC_CHECK = 1
export CORE_UTILIZATION = 30
</file>
<file path="./constraint.sdc">
current_design WBStage

set clk_period 1.0
set clk_io_pct 0.2

create_clock -name clk0 -period $clk_period [get_ports {clk}]

set non_clock_inputs [all_inputs -no_clocks]
set_input_delay [expr $clk_period * $clk_io_pct] -clock clk0 $non_clock_inputs
set_output_delay [expr $clk_period * $clk_io_pct] -clock clk0 [all_outputs]
</file>
==> results.cfg <==
; flow metrics
[detailed_routing]
drc = 0
wire_per_inst_microns = 12.56
routed_wl_mm = 5.374
viasPerCell = 4.332
drtPass1Iterations = 3
detail-route-antenna-nets = 0
drt_iter0_drc = 16
num_vias = 1854

[critical_path]
worstSetupEndpointType = output port
rrSetupSlack_ns = 0.37
cp_top_family = flip-flops
crit_chain = buf_2
max_stage_delay_ns = 0.36
worstPathArrival_ns = 0.78
slowest_stage = edfxtp_1
crit_fanout = 1
worstPathRequired_ns = 0.80
reg2regPathDepth = 2
cp.buffers_inverters = 1
cp-start-kind = flop
timing.rr.start = MEM2WB_register.Add_Result_Out_register[12]
r2r_end = MEM2WB_register.Add_Result_Out_register[12]
crit_type = reg -> out

[synth]
simple_gate_area_share_pct = 10.39
adder_share_pct = 0
logic_family = multiplexers
ys_warn_count = 3
yosysTopAreaCell = dfxtp_1
synthXorXnorAreaFrac_pct = 0
synth_cells = 242
yosys_area_sq_mm = 0.002554
ys_types = 14
topCellsByArea = dfxtp_1 41%, mux2i_1 27%, dlxtn_1 9.4%, nor2_1 7.8%, edfxtp_1 3.5%
ys_cells = 242
top_area_share_pct = 40.76
aoi_share_pct = 3.136
synth_flop_count = 71
syn_avg_cell_area_sq_um = 10.55
muxShareOfSynthArea_pct = 26.65
syn_area_sq_mm = 0.002554

[power_and_ir_drop]
p_per_area_mw_per_mm2 = 1391
finalPower_w = 0.004902
clkPwrFrac_pct = 35.2
combPwrFrac_pct = 14.6
peakVddDrop_mv = 0.7175
sw_frac_of_total_pct = 21.96
seqPwrFrac_pct = 50.2
switching_power_w = 0.001077
power.internal_w = 0.003825
p_leak_nw = 1.551

[place]
io_buffers = 78
dp_hpwl_mm = 3.845
dpl.cell_count = 419
gp_congestion = 0.7571
place_ws_ns = 0.01134

[hold_path]
whs_endpoint = MEM2WB_register.Controll_Signal_Out_register[1]
holdPathStages = 2
worstHoldStart = rest
hold_path.class = in -> reg

[final_layout]
layout_top_cells = 71 x clkdlybuf4s50_1, 68 x mux2i_1, 53 x nor2_1
syn2layout_area_growth_pct = 38.02
nFillCells = 828
layout-drive-gt1-share_pct = 9.006
instances_no_fill = 428
final_common_cell = clkdlybuf4s50_1
utilization_pct = 42.90

[global_route]
track_usage_pct = 12.77
grt_pass1_vias = 1781
grt-ovfl-total = 0
grt_pass1_wl_mm = 8.487
grt_max_degree = 34
antenna_found_initial = 1

[sta]
rsz0062_at_grt = true
worstMarginPinSlew_ns = 0.6086
period_needed_ns = 0.9790
period_used_pct = 97.90
setup_viol = 0
fmax_mhz = 1021
holdWs_ns = 0.2728
finalMaxSlewViolations = 0
relSlewSlack_pct = 59.42
setup_ws_ns = 0.02098
hold_viol_final = 0
untimed_endpoints = 32
unclocked_regs = 16
skew_ns = 0

[run]
warnings = 51
max_cap_viol_count = 0

[die]
die_h_microns = 94.26
fp-utilization_pct = 31.08
io_pins = 104
rows = 33
die_w_microns = 94.26
floorplan.core_area_sq_mm = 0.008217
die_area_sq_mm = 0.008885

[clocking]
h-tree-depth = 2
cts_buffers = 5
cts_root_buf = clkbuf_8
clkTransAtPathRegs_ns = 0.10
cts.path.max_buffers = 2
cts_tree = yes
clk_latency_ns = 0.30

[outcome]
status = finished, final reports clean
[area by class of cell]
class                           instances  area [sq um]  share of cell area [%]
Antenna cell                            1         2.502                 0.07100
Clock buffer                            6         72.57                   2.059
Clock inverter                          2         60.06                   1.704
Multi-Input combinational cell        154          1026                   29.11
Sequential cell                        71          1376                   39.05
Tap cell                              105         131.4                   3.727
Timing Repair Buffer                   89         855.8                   24.28
[metrics by stage]
stage / TNS, ns / area [sq um]
after floorplan: 0 / 2554
after global placement: 0 / 3410
after detailed placement: 0 / 3410
after CTS: 0 / 3522
after global routing: -0.02375 / 3522
final: 0 / 3525
[kinds of logic (layout without fill, tap and decap cells)]
family | Yosys count | after routing
AND-OR/OR-AND | 16 | 16
buffers and inverters | 17 | 97
flip-flops | 55 | 55
latches | 16 | 16
multiplexers | 68 | 68
other | 0 | 1
AND/OR/NAND/NOR | 70 | 70
[Yosys cell counts, drive strengths merged]
cell and number:
dfxtp 52, nand2 16, mux2i 68, dlxtn 16
o21ai 16, and2 1, clkbuf 5, edfxtp 3
buf 12, nor2 53
[sequential cells by signal, summed over array words and instances, names as in the netlist]
signal and count:
MEM2WB_register.Add_Result_Out_register 16, MEM2WB_register.Alu_Result_Out_register 16, MEM2WB_register.Mem_Result_Out_register 16, WriteDataRegFile_Mux.Out_register 16, MEM2WB_register.Rd_Out_register 4, MEM2WB_register.Controll_Signal_Out_register 3
[worst reg2reg max path, delay by kind of cell, from the launching register on]
family | cells | cell delay (ns)
muxes | 1 | 0.15
and+or+nand+nor | 1 | 0.05
DFF | 1 | 0.32
[power groups by stage]
stage	logic, W	registers [W]	clock network, W
after CTS	0.000729	0.00246	0.00179
after global routing	0.000792	0.00248	0.00185
final	0.000716	0.00246	0.00173
[worst max path at each step]
stage,startpoint,endpoint,slack (ns),depth (start not counted)
final,MEM2WB_register.Controll_Signal_Out_register[10],RegWrite,0.02,1
after CTS,MEM2WB_register.Controll_Signal_Out_register[10],RegWrite,0.004,1
after global routing,MEM2WB_register.Controll_Signal_Out_register[10],RegWrite,-0.02,1
[per-layer routing]
| metal | global-route usage [%] | up-vias | wire length [microns] |
|---|---|---|---|
| met1 | 17.96 | 837 | 2628 |
| met5 | 0 | - | 0 |
| met4 | 1.282 | 0 | 46 |
| li1 | - | 968 | - |
| met2 | 21.07 | 45 | 2400 |
| met3 | 2.963 | 4 | 298 |
[repair_timing]
item / 4_1_cts / 5_1_grt
setup buffers: 0 / 0
hold buffers: 0 / 0
gates cloned: 0 / 0
hold endpoints to repair: 0 / 0
setup endpoints to repair: 5 / 1
pin swaps: 0 / 0
gates resized: 19 / 0
